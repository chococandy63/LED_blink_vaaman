==> flow/design.v <==
module led_blink(
    input clk_in,
    output led_1
  );
  reg init1=0;
  reg [23:0]count=0;
  always@(posedge clk_in)
  begin
    if(count>=24'd50000000)
    begin
      init1<=~init1;
      count<=24'd0;
    end
    else
    begin
      count=count+1;
    end
  end
  assign led_1=init1;
endmodule
==> flow/run.sh <==
#!/bin/bash
# OpenROAD 26Q1-2900-gdf79404cd8, Yosys 0.63+post, stock flow scripts
make -C /OpenROAD-flow-scripts/flow DESIGN_CONFIG=/design/flow/config.mk WORK_HOME=/design/flow/orfs finish
==> flow/config.mk <==
export PLATFORM = sky130hd
export DESIGN_NAME = led_blink
export DESIGN_NICKNAME = led_blink
export VERILOG_FILES = /design/flow/design.v
export SDC_FILE = /design/flow/constraint.sdc
export NUM_CORES = 4
export LEC_CHECK = 1
export CORE_AREA = 10 10 85 85
export DIE_AREA = 0 0 95 95
==> flow/constraint.sdc <==
current_design led_blink

set clk_period 2.6
set clk_io_pct 0.2

create_clock -name clk0 -period $clk_period [get_ports {clk_in}]

set non_clock_inputs [all_inputs -no_clocks]
set_input_delay [expr $clk_period * $clk_io_pct] -clock clk0 $non_clock_inputs
set_output_delay [expr $clk_period * $clk_io_pct] -clock clk0 [all_outputs]
==> impl_metrics.env <==
# implementation run metrics
export IMPL_wl_mm=1.86
export IMPL_ys_flops=25
export IMPL_powerDensity_nw_per_um2=471
export IMPL_area_of_the_mapped_netlist_um2=1190
export IMPL_crit_arrival_ns=1.93
export IMPL_period_utilization=0.686
export IMPL_grt_pass1_vias=822
export IMPL_cell_by_cell_trace_of_the_critical_path="and3_4 -> o2111ai_2 -> a21oi_2 -> buf_4 -> a21oi_1"
export IMPL_tritoncts_clock_tree="done"
export IMPL_die_height_um=95
export IMPL_maximum_vdd_drop_uv=364
export IMPL_global_route_usage_over_all_layers=0.0462
export IMPL_io_pins=2
export IMPL_core_area_um2=5470
export IMPL_worstPathRequired_ns=2.75
export IMPL_clock_power_share=0.368
export IMPL_fin_hold_ws_ns=0.451
export IMPL_tightest_slew_ns=0.570
export IMPL_final_worst_path_setup_slack_ns=0.816
export IMPL_dpl_cell_count=194
export IMPL_stdcell_count=198
export IMPL_synth_lib_cells_used_distinct=31
export IMPL_critical_path_class="flop to flop"
export IMPL_openroad_warnings=27
export IMPL_fraction_of_layout_instances_using_a_drive_strength_above_1=0.135
export IMPL_drt_pre_antenna_iters=4
export IMPL_dp_worst_setup_slack_ns=0.812
export IMPL_yosysTopAreaCellShare=0.403
export IMPL_post_layout_total_power_mw=0.609
export IMPL_cts_repair_resized=0
export IMPL_maxSlewViolCount=0
export IMPL_routedWlPerCell_um=9.39
export IMPL_postLayoutCoreUtil=0.236
export IMPL_antenna_violating_nets_post_route=0
export IMPL_worst_path_max_fanout=13
export IMPL_power_internal_mw=0.491
export IMPL_fp_dieW_um=95
export IMPL_cts_buffer_depth=2
export IMPL_max_freq_ghz=0.561
export IMPL_placement_cell_area_um2=1240
export IMPL_gr_total_overflow=0
export IMPL_synth_cells=126
export IMPL_setup_violations=0
export IMPL_most_frequently_placed_logic_cells_in_the_final_layout="dfxtp_1 (24), nor2_1 (15), xor2_1 (11), nand3_1 (9), nand2_1 (6)"
export IMPL_cts_num_sinks=25
export IMPL_num_antenna_cells=0
export IMPL_port_buffers=1
export IMPL_crit_path_start_kind="flop"
export IMPL_clkTransAtPathRegs_ns=0.09
export IMPL_critical_path_endpoint_type="flop"
export IMPL_num_rows=27
export IMPL_via_per_inst=4.11
export IMPL_ctsHoldBuffers=0
export IMPL_share_seq_of_total_power=0.632
export IMPL_worst_path_max_delay_cell="a21oi_2"
export IMPL_area_delta_synth_final_pct=8.40
export IMPL_yosys_stat_cells=126
export IMPL_pin_count_of_the_biggest_net_entering_global_routing=15
export IMPL_yosys_stat_chipArea_um2=1190
export IMPL_timing_hold_worst_class="flop to flop"
export IMPL_setup_tns_final_ns=0
export IMPL_outcome="finished, final reports clean"
export IMPL_number_of_violations_of_the_max_capacitance_limit=0
export IMPL_worst_clock_skew_ns=0.00433
export IMPL_timing_critical_path_slowest_cell_delay_ns=0.50
export IMPL_vias=813
export IMPL_initial_core_util=0.218
export IMPL_sw_frac_of_total=0.192
export IMPL_number_of_antenna_violations_at_the_first_check_in_global_routing=0
export IMPL_layout_top_cell="dfxtp_1"
export IMPL_total_half_perimeter_wirelength_after_legalization_and_detailed_placement_mm=1.28
export IMPL_power_switching_mw=0.117
export IMPL_max_slew_margin=0.620
export IMPL_chip_area_um2=9030
export IMPL_post_route_min_period_ns=1.78
export IMPL_gp_routability_congestion=0.796
export IMPL_detail_route_drc_violations=0
export IMPL_numCtsBuffers=3
export IMPL_grt_pass1_wl_mm=3.57
export IMPL_combinationalPowerShare=0
export IMPL_cts_htree_levels=1
export IMPL_synth_warning_count=2
export IMPL_synth_top_cells_by_area="dfxtp_1 (40%), xor2_1 (8.1%), nor2_1 (4.7%)"
export IMPL_yosysTopAreaCell="dfxtp_1"
export IMPL_clk_latency_ns=0.26
export IMPL_leakage_nw=0.513
export IMPL_final_report_hold_violation_count=0
export IMPL_postLayoutCellArea_um2=1290
export IMPL_mean_instance_size_in_the_synthesized_netlist_um2=9.45
export IMPL_post_cts_buffers=0
export IMPL_dr_first_iter_drc_count=74
export IMPL_postSynthSeqShare=0.429
export IMPL_root_buffer="clkbuf_8"
export IMPL_grt_setup_unrepaired="false"
cell type report:
type / instances / area (µm²)
clock buffer: 3 / 41.3
clock inverter: 1 / 5.00
fill: 586 / 4180
inverter: 4 / 15.0
multi-input combinational: 91 / 612
sequential: 25 / 510
tap: 72 / 90.1
timing repair buffer: 2 / 17.5
power groups by stage:
| stage | logic, mW | clock network, mW | registers [mW] |
|---|---|---|---|
| after CTS | 0.000000283 | 0.236 | 0.385 |
| after global routing | 0.000000283 | 0.251 | 0.385 |
| final | 0.000000283 | 0.224 | 0.385 |
cell usage after synthesis:
library cell / number
ha_1: 2
nand3_4: 1
buf_6: 3
buf_2: 1
o2111ai_2: 1
a21oi_1: 5
or3_1: 5
and4_2: 2
or3_2: 2
dfxtp_1: 24
nand2_1: 6
nand4_1: 5
edfxtp_1: 1
or4_1: 2
o31ai_1: 1
nand4_4: 1
buf_4: 2
xor2_1: 11
and3_1: 2
and3_4: 1
nor2_1: 15
inv_1: 4
xnor2_1: 3
nand3_1: 9
a21oi_2: 4
and4_1: 3
nor2b_1: 1
o21ai_0: 4
and2_1: 2
a21boi_1: 1
o21ai_1: 2
worst max-delay path: cells and delay by family, from the launching register on:
family          cells  cell delay [ns]
flops               1             0.40
simple gates        1             0.25
compound gates      3             0.70
buf+inv             1             0.31
layer usage:
| layer | share of wire | vias to the layer above | GRT usage | wire length, µm |
|---|---|---|---|---|
| li1 | - | 439 | - | - |
| met1 | 0.56 | 366 | 0.0668 | 1050 |
| met2 | 0.40 | 6 | 0.0709 | 736 |
| met3 | 0.037 | 2 | 0.0136 | 69 |
| met4 | 0.0038 | 0 | 0.00125 | 7 |
| met5 | 0 | - | 0 | 0 |
registers in the layout, summed over array words and instances, names as in the netlist:
| signal | cells |
|---|---|
| init1 | 1 |
| count | 24 |
logic make-up after synthesis:
group	synth area share
adders and majority gates	0.0210
AOI/OAI and AO/OA	0.101
and+or+nand+nor	0.289
xor gates and xnor gates	0.103
DFF	0.429
buffers and inverters	0.0578
path summary, 6_finish.rpt:
kind	slack, ns	endpoint	startpoint	cells after the start
setup / recovery	0.82	count[21]	count[13]	5
hold reg to reg	0.45	count[23]	count[23]	2
hold / removal	0.45	count[23]	count[23]	2
setup reg to reg	0.82	count[21]	count[13]	5
No activity file was given, so power comes from the tool's default toggle rates.
